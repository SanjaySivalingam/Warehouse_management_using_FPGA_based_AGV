===== ./design.v =====
`timescale 1ns / 1ps
module data_map(
input clk,
input[7:0]data_in,
output reg [95:0]destn
);
reg [7:0]dincopy=8'hff;
reg [2:0]i=5;
reg [5:0]array_out ;
reg [3:0]j=0;
reg [7:0] dest_array [0:11];
initial
    begin
        dest_array[0]=8'b0;
        dest_array[1]=8'b0;
        dest_array[2]=8'b0;
        dest_array[3]=8'b0;
        dest_array[4]=8'b0;
        dest_array[5]=8'b0;
        dest_array[6]=8'b0;
        dest_array[7]=8'b0;
        dest_array[8]=8'b0;
        dest_array[9]=8'b0;
        dest_array[10]=8'b0;
        dest_array[11]=8'b0;
    end
always @ (posedge clk)
begin
if(dincopy!=data_in)
begin
dincopy=data_in;
array_out[i]=data_in[4];
array_out[i-1]=data_in[0];
i=i-2;
i=(i==0)? 5:i;
end
if(array_out[5]==1)
begin
dest_array[j]=8'h06;
dest_array[j+1]=8'h30;
  j=j+2;
end
if(array_out[4]==1)
begin
dest_array[j]=8'h22;
dest_array[j+1]=8'h30;
  j=j+2;
end
if(array_out[3]==1)
begin
dest_array[j]=8'h52;
dest_array[j+1]=8'h30;
  j=j+2;
end
if(array_out[2]==1)
begin
dest_array[j]=8'h56;
dest_array[j+1]=8'h90;
  j=j+2;
end
if(array_out[1]==1)
begin
dest_array[j]=8'h82;
dest_array[j+1]=8'h90;
  j=j+2;
end
if(array_out[0]==1)
begin
dest_array[j]=8'ha6;
dest_array[j+1]=8'h90;
  j=j+2;
end
  destn[7:0] = dest_array[0] ;
  destn[15:8] = dest_array[1] ;
  destn[23:16] = dest_array[2] ;
  destn[31:24] = dest_array[3] ;
  destn[39:32] = dest_array[4] ;
  destn[47:40] = dest_array[5] ;
  destn[55:48] = dest_array[6] ;
  destn[63:56] = dest_array[7] ;
  destn[71:64] = dest_array[8] ;
  destn[79:72] = dest_array[9] ;
  destn[87:80] = dest_array[10] ;
  destn[95:88] = dest_array[11] ;
end
endmodule

===== ./run.sh =====
#!/bin/bash
# OpenROAD 26Q1-2900-gdf79404cd8, Yosys 0.63+post, stock flow scripts
make -C /OpenROAD-flow-scripts/flow DESIGN_CONFIG=/design/flow/config.mk WORK_HOME=/design/flow/orfs finish

===== ./config.mk =====
export PLATFORM = sky130hd
export DESIGN_NAME = data_map
export DESIGN_NICKNAME = data_map
export VERILOG_FILES = /design/flow/design.v
export SDC_FILE = /design/flow/constraint.sdc
export NUM_CORES = 4
export LEC_CHECK = 1
export CORE_UTILIZATION = 30

===== ./constraint.sdc =====
current_design data_map

set clk_period 7.3
set clk_io_pct 0.2

create_clock -name clk0 -period $clk_period [get_ports {clk}]

set non_clock_inputs [all_inputs -no_clocks]
set_input_delay [expr $clk_period * $clk_io_pct] -clock clk0 $non_clock_inputs
set_output_delay [expr $clk_period * $clk_io_pct] -clock clk0 [all_outputs]

==> flow_metrics.tcl <==
# collected from the flow reports
set metrics [dict create \
    finalSetupTns_ns 0 \
    regToRegEndpoint "destn[59]" \
    finalWirelength_um 16150 \
    maxCapViolCount 0 \
    yosysWarnings 2 \
    r2r_start "i[1]" \
    period_minus_slack_ns 6.587 \
    htree_levels 1 \
    hold_viol 0 \
    cts-root-buf "clkbuf_16" \
    final_area_mm2 0.009767 \
    mostFrequentLayoutCell "dfxtp_1" \
    antenna_cells 0 \
    cts_tree "yes" \
    core.rowCount 57 \
    setup_violations 0 \
    crit_end "destn[59]" \
    drt_iter0_drc 264 \
    vias 5131 \
    crit_required_ns 7.75 \
    fp_util 0.3064 \
    core-area_mm2 0.02439 \
    clkSinkCount 211 \
    edf_count 10 \
    cp-end-kind "register" \
    postSynthCellCount 665 \
    utilization 0.4004 \
    die_x_um 159.8 \
    clk_pin_slew_worst_paths_ns 0.06 \
    avgSynthCellArea_um2 11.24 \
    synthArstFlopShare 0 \
    max_freq_ghz 0.1518 \
    cp_common_cell "ha_1" \
    cts_resized 0 \
    ys_seq_frac 0.5786 \
    startpoint_type "input port" \
    dp_hpwl_um 11420 \
    drv_slew 0 \
    cts_hold_buffers 0 \
    yosysCellCount 665 \
    remaining_drc_errors 0 \
    synth_flop_count 211 \
    placed_cell_area_mm2 0.008890 \
    synthesis.area_mm2 0.007473 \
    ys_chip_area_mm2 0.007473 \
    layout_top_cells "dfxtp_1, clkdlybuf4s50_1, nand2_1" \
    holdPathStages 1 \
    grt_setup_unrepaired "false" \
    die_h_um 159.8 \
    finalCritPeriodShare 0.9024 \
    grt_max_degree 20 \
    num-fill-cells 2314 \
    cp_max_fo 11 \
    r2r_slack_ns 1.57 \
    first_global_vias 4893 \
    slew-limit-headroom 0.4496 \
    slowest_stage "clkdlybuf4s50_1" \
    ys_types 82 \
    startpoint "data_in[4]" \
    antenna_found_initial 0 \
    wl_per_cell_um 14.29 \
    worstPathArrival_ns 7.04 \
    ff_type "dfxtp_1" \
    outcome "finished clean" \
    viasPerCell 4.541 \
    post_cts_buffers 0 \
    finClkSkew_ns 0.01354 \
    crit_type "input port to register" \
    clockBufferDepth 3 \
    hold_class "register to register" \
    io_pins 105 \
    worstMarginPinSlew_ns 0.8215 \
    min-delay-start "dest_array[10][1]" \
    syn_to_final_growth_pct 30.69 \
    clock_latency_ns 0.51 \
    overflow 0 \
    drive_gt1_frac 0.1315 \
    cts_buffers 24 \
    max_stage_delay_ns 0.57 \
    grt_usage 0.1294 \
    antenna_left 0 \
    port_buffers 104 \
    grt_first_pass_wirelength_um 25880 \
    r2r_cells 27 \
    place_congestion 0.8977 \
    first_pass_iters 5 \
    warning_count 45 \
    die_area_mm2 0.02555 \
]
==> layer usage <==
layer,track usage,share of wire
met5,0,0
met3,0.03203,0.068
met1,0.1900,0.47
met4,0.03506,0.027
met2,0.1949,0.43
==> final cells by class <==
cell class	count	area, um2	share of cell area
clock inverter	13	167.7	0.01717
multi-input combinational	401	2882	0.2950
tap	324	405.4	0.04151
inverter	30	117.6	0.01204
clock buffer	31	709.4	0.07264
timing repair buffer	120	1161	0.1189
sequential	211	4324	0.4427
==> metrics by stage <==
step                cells  hold slack (ns)  setup WS (ns)
detailed placement   1086           0.4193         0.1788
CTS                  1130           0.4333         0.6909
floorplan             665           0.4025         0.5325
finish               1130           0.4305         0.7128
global route         1130           0.4560         0.1491
global placement     1086           0.4190         0.2238
==> state kept, by name, indices dropped and copies added, names as in the netlist <==
signal      count
dincopy         8
array_out       6
i               2
dest_array     96
destn          96
j               3
==> synth_stat cells (10+ instances only) <==
cell type,n,area [um2]
inv_1,23,86.33
ha_1,31,387.9
edfxtp_1,10,300.3
and2_1,26,162.7
nand2_1,51,191.4
nand3_1,29,145.1
a21oi_1,24,120.1
dfxtp_1,201,4024
and3_1,26,162.7
nand4_1,12,75.07
xnor2_1,10,87.58
nor2_1,40,150.1
o21ai_0,15,75.07
==> logic make-up (layout without fill, tap and decap cells) <==
group | Yosys count | after routing | synth area share
mux | 5 | 5 | 0.007366
compound gates | 105 | 105 | 0.1085
fa+ha+maj | 31 | 31 | 0.05190
xor+xnor | 17 | 17 | 0.02796
simple gates | 243 | 243 | 0.1899
flops | 211 | 211 | 0.5786
buf+inv | 53 | 194 | 0.03583
==> how the worst min path moves through the flow <==
stage / endpoint
5_1_grt: destn[81]
6_report: destn[81]
4_1_cts: destn[1]
==> critical path: cells and delay by family <==
kind	cells	cell delay, ns
buf+inv	3	0.71
simple gates	11	1.44
xor+xnor	2	0.42
fa+ha+maj	6	1.62
mux	1	0.36
compound gates	5	1.03
