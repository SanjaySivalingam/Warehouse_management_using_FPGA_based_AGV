## flow/run.sh

```bash
#!/bin/bash
# OpenROAD 26Q1-2900-gdf79404cd8, Yosys 0.63+post, stock flow scripts
make -C /OpenROAD-flow-scripts/flow DESIGN_CONFIG=/design/flow/config.mk WORK_HOME=/design/flow/orfs finish
```

## flow/config.mk

```make
export PLATFORM = sky130hd
export DESIGN_NAME = coordinator_mod
export DESIGN_NICKNAME = coordinator_mod
export VERILOG_FILES = /design/flow/design.v
export SDC_FILE = /design/flow/constraint.sdc
export NUM_CORES = 4
export LEC_CHECK = 1
export CORE_UTILIZATION = 50
```

## flow/constraint.sdc

```tcl
current_design coordinator_mod

set clk_period 26.9
set clk_io_pct 0.2

create_clock -name clk0 -period $clk_period [get_ports {clk}]

set non_clock_inputs [all_inputs -no_clocks]
set_input_delay [expr $clk_period * $clk_io_pct] -clock clk0 $non_clock_inputs
set_output_delay [expr $clk_period * $clk_io_pct] -clock clk0 [all_outputs]
```

## flow/design.v

```verilog
`timescale 1ns / 1ps
module coordinator_mod(
    input clk,
    input [95:0] path_info,
    input [2:0] ip_from_ls,
    input path_ready_sig,
    input [7:0] src,
    input [7:0] dest,
	 input obj_det,
    output reg [7:0] current_node = 8'h60,
	 output reg [7:0] next_node = 8'h61,
    output reg stop = 0,
    output reg [1:0] dir_info = 2'b00   
    );
    reg [95:0] local_path_info = 0 ;
    reg [1:0] direction_array = 2'd1;   
    localparam value = 25000000 ;  
    integer counter = 0 ;
    reg [7:0] temp_2 = 8'h60 ;
    reg start = 0 ;
    reg [3:0] i = 12 ;
    reg [3:0] j = 0 ;
    reg [3:0] src_position = 0 ;
    reg [7:0] temp = 0 ;
	 reg [7:0] x_temp = 8'h60 ;
	 integer stop_counter = 1 ;
    integer k = 0 ;
    reg state = 0 ;
    always@ (posedge clk)
    begin
      if (path_ready_sig && temp != src)
         begin
         local_path_info = path_info ;   
         i = i - 1 ;
         if(local_path_info[8*i+:8] == src)
               begin
               src_position = i ; 
					i = 8 ;
               j = src_position - 1 ;
               temp = src ;
               end  
         end
      if (ip_from_ls == 3'b111 && counter == 0)   
        begin
          start = 1 ;
          if(temp_2 != src)
          begin
            current_node = local_path_info[8*(src_position) +:8];     
            next_node = local_path_info[8*(j) +:8];
            temp_2 = src ;
          end 
          else
          begin 
            current_node = next_node ;
            next_node = local_path_info[8*(j-1) +:8];
            j = j - 1 ;
          end  
       if (current_node[7:4] > next_node[7:4])   
           case(direction_array)
            2'd0 : dir_info = 2'b00 ; 
            2'd1 : dir_info = 2'b10 ;
            2'd2 : dir_info = 2'b11 ;
            2'd3 : dir_info = 2'b01 ;
           endcase
       if (current_node[7:4] < next_node[7:4])   
           case(direction_array)
            2'd0 : dir_info = 2'b11 ; 
            2'd1 : dir_info = 2'b01 ;
            2'd2 : dir_info = 2'b00 ;
            2'd3 : dir_info = 2'b10 ;
           endcase  
       if (current_node[3:0] > next_node[3:0])   
           case(direction_array)
            2'd0 : dir_info = 2'b10 ; 
            2'd1 : dir_info = 2'b11 ;
            2'd2 : dir_info = 2'b01 ;
            2'd3 : dir_info = 2'b00 ;
           endcase
       if (current_node[3:0] < next_node[3:0])   
           case(direction_array)
            2'd0 : dir_info = 2'b01 ; 
            2'd1 : dir_info = 2'b00 ;
            2'd2 : dir_info = 2'b10 ;
            2'd3 : dir_info = 2'b11 ;
           endcase
        case(dir_info)
        2'b00 : direction_array = direction_array;
        2'b01 : direction_array = direction_array + 1;
        2'b10 : direction_array = direction_array - 1;
        2'b11 : direction_array = direction_array - 2;
       endcase               
     end       
	  if (start == 1)
	    counter = counter + 1 ;
	  if (counter == value)
	     begin
	      start = 0 ;
	      counter = 0 ;
	     end        
     end
endmodule
```

==> run summary <==
run results: status finished, final reports clean, clock root buffer clkbuf_16, Post-DRT Antenna Nets 0, Synth cell types 77, CP peak stage delay 0.72 ns, critical path's top delay family buffers and inverters, Via density 5.88, Flop pwr share 37.5%, Worst R2R Start i[0]$_SDFFCE_PN0P_, Post-synth ARST share 0%, crit path DRT 26.98 ns, CP max FO 29, buffers inserted by post-CTS timing repair 0, Post-synth seq share 37.7%, synthesis area per yosys 0.0105 mm2, clock skew 0.0112 ns, synth warn 1, Final Util 61.5%, Via Count 8805, share of cells above drive strength 1 8.96%, Tot Pwr 0.844 mW, most common cell in the synthesized netlist dfxtp_1, IO Port Bufs 126, # rows 52, Die Ht 147 um, critical path class in2reg, Gates resized, CTS repair 0, DP Cell Count 1466, DP Worst Slack 13.90 ns, Antenna diodes 0, CTS Hold Buffers Added 0, core utilization at floorplan 51.4%, reg2reg end direction_array[1]$_DFFE_PP_, logic gate share of total power 33.1%, fin crit share 47.4%, WL final 30.5 mm, H-tree levels 4, EDFF count, synth 40, unrepaired setup endpoints after global routing no, Hold Crit Start local_path_info[19]$_DFF_P_, DP HPWL 22.2 mm, gr usage total 30.2%, filler instances 1724, vias in the first global route 8224, peak supply drop 0.0000456 V, Slew @ Worst Pin 0.901 ns, ys cells 1118, CTS tree done, Worst Setup Start Kind primary input, Setup Total Neg Slack 0 ns, 1st-pass router iterations 5, min Tclk post-route 12.76 ns, Late-Pin Clk Latency 0.43 ns, Ports 137, final hold viol count 0, cell type with the largest total area dfxtp_1, Avg Inst Size Synth 9.37 um2, count of buffer and inverter cells on the critical path 5, Pleak 5.18 nW, CP arrival 12.83 ns, tool warnings 42, Fmax 0.0784 GHz, Worst slew margin 39.7%, GPL Wtd Cong 0.912, Hold Crit Class reg2reg, Post-synth top cells 137 x dfxtp_1, 124 x mux2i_1, 111 x inv_1, 82 x o21ai_0, 70 x nand2_1, die area 0.0215 mm2, crit path max-delay cell type clkinv_1, sw frac 33.7%, Die W 147 um, initial DRC count 762, r2r setup slk 18.05 ns, DRC viols 0, Clock power frac 29.5%, flops & latches, synth 177, worst hold path endpoint local_path_info[19]$_DFF_P_, Internal Power 0.560 mW, Sink Count 177, initial antenna violation count 0, Core Box Area 0.0204 mm2, Cell Area, Synth 0.0105 mm2, clk slew on worst S/H paths 0.06 ns, overflow left after global routing 0, Area contributors post-synth dfxtp_1 26%, mux2i_1 12%, edfxtp_1 11%, Final Slew Violations 0, clk buf depth 2, Max-Cap Viols 0, hold_ws 0.474 ns, hold depth 2, Num CTS Buffers 17, R2R depth 30, Synth top area share 26.2%, Cell Area, Placed 0.0119 mm2, fin cells 1497, Final setup violation count 0, Syn Inst Count 1118, WL per Instance 20.4 um, PD cells 67.4 mW/mm2, switching pwr 0.285 mW, CP endpoint kind register, dominant register cell dfxtp_1, largest net degree at the start of global routing 45, first-pass GRT wire length 47.4 mm, fin area 0.0125 mm2, Setup WS post-layout 14.14 ns, area growth from synthesis to layout 19.5%
worst max path at each step:
stage,startpoint,endpoint,cells past startpoint
after CTS,src[5],direction_array[1]$_DFFE_PP_,28
after global routing,src[5],direction_array[1]$_DFFE_PP_,28
final,src[2],direction_array[1]$_DFFE_PP_,28
power groups by stage:
stage                 Combinational [mW]  Clock [mW]  Sequential, mW
after CTS                          0.275       0.254           0.316
after global routing               0.303       0.265           0.319
final                              0.279       0.249           0.316
state kept, by name, indices dropped and copies added (netlist names), 4 cells and up:
| signal | flops |
|---|---|
| counter | 32 |
| current_node | 8 |
| i | 4 |
| j | 4 |
| local_path_info | 96 |
| next_node | 8 |
| src_position | 4 |
| temp | 8 |
| temp_2 | 8 |
worst reg2reg max path: cells and delay by family (launching register included):
kind	cells	cell delay [ns]
compound gates	13	2.89
fa+ha+maj	4	1.35
buf+inv	5	1.61
flops	1	0.39
mux	2	0.69
simple gates	6	1.57
metal layers:
layer  GRT usage [%]  share of wire (%)
met2            43.2                 43
met5               0                  0
met4            5.52                2.3
met1            49.2                 46
met3            6.75                8.3
kinds of logic after synthesis:
family	synth area share (%)
other	0.0358
and+or+nand+nor	12.1
AOI/OAI and AO/OA	16.5
buffers and inverters	7.26
adders and majority gates	2.39
muxes	18.6
xor gates and xnor gates	5.45
DFF	37.7
cells in the final DEF, fill, tap and decap left out, types with 13 or more instances in the layout:
master / synthesis / layout
a221o_1: 15 / 15
xor2_1: 16 / 16
clkbuf_16: 0 / 21
mux2_2: 17 / 17
o22ai_1: 13 / 13
buf_4: 4 / 21
ha_1: 20 / 19
nor2_1: 46 / 46
o211ai_1: 36 / 36
o21ai_0: 82 / 81
edfxtp_1: 40 / 40
mux2i_1: 124 / 124
a21oi_1: 35 / 35
nand2_1: 70 / 70
nor3_1: 22 / 22
nand3_1: 42 / 42
dfxtp_1: 137 / 137
mux4_2: 22 / 22
clkdlybuf4s50_1: 0 / 126
inv_1: 111 / 112
xnor2_1: 46 / 46
area by class of cell:
class / instances / area (um2) / area share, %
Timing Repair Buffer: 147 / 1420 / 11.3
Clock buffer: 22 / 529 / 4.23
Multi-Input combinational cell: 757 / 5790 / 46.2
Tap cell: 270 / 338 / 2.70
Sequential cell: 177 / 3940 / 31.5
Inverter: 115 / 439 / 3.51
Clock inverter: 9 / 61.3 / 0.490
No activity file was given, so power comes from the tool's default toggle rates.
